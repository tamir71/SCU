`config.mk`:
```
export PLATFORM = sky130hd
export DESIGN_NAME = idex
export DESIGN_NICKNAME = idex
export VERILOG_FILES = /design/flow/design.v
export SDC_FILE = /design/flow/constraint.sdc
export NUM_CORES = 4
export LEC_CHECK = 1
export CORE_AREA = 10 10 127 127
export DIE_AREA = 0 0 137 137
```
`constraint.sdc`:
```
current_design idex

set clk_period 1.0
set clk_io_pct 0.2

create_clock -name clk0 -period $clk_period [get_ports {clk}]

set non_clock_inputs [all_inputs -no_clocks]
set_input_delay [expr $clk_period * $clk_io_pct] -clock clk0 $non_clock_inputs
set_output_delay [expr $clk_period * $clk_io_pct] -clock clk0 [all_outputs]
```
`design.v`:
```
`timescale 1ns / 1ps
module idex(clk, iRegWrt,iMemToReg,iPCToReg,iBranchNeg,iBranchZero,
iJump,iJumpMem, ALUOP, MemRead,MemWrt,rs,rt,ird, iRegWrtOut, 
iMemToRegOut, iPCToRegOut, iBranchNegOut, iBranchZeroOut,iJumpOut,
 iJumpMemOut, ALUOPOut, MemReadOut,MemWrtOut,rsOut,
 rtOut, irdOut,alu2Out, idexalu2Out);
input clk;
input iRegWrt;
input iMemToReg;
input iPCToReg;
input iBranchNeg;
input iBranchZero;
input iJump;
input iJumpMem;
input [3:0]ALUOP;
input MemRead;
input MemWrt;
input [31:0] rs;
input [31:0] rt;
input [5:0] ird;
input [31:0] alu2Out;
output reg [31:0] idexalu2Out;
output reg iRegWrtOut;
output reg iMemToRegOut;
output reg iPCToRegOut;
output reg iBranchNegOut;
output reg iBranchZeroOut;
output reg iJumpOut;
output reg iJumpMemOut;
output reg [3:0] ALUOPOut;
output reg MemReadOut;
output reg MemWrtOut;
output reg [31:0] rsOut;
output reg [31:0] rtOut;
output reg [5:0] irdOut;
always@(posedge clk)
begin
iRegWrtOut= iRegWrt;
iPCToRegOut=iPCToRegOut;
iBranchNegOut=iBranchNeg;
iBranchZeroOut=iBranchZero;
iJumpOut=iJump;
iJumpMemOut=iJumpMem;
ALUOPOut=ALUOP;
MemReadOut=MemRead;
MemWrtOut=MemWrt;
rsOut=rs;
rtOut=rt;
irdOut=ird;
idexalu2Out=alu2Out;
end  
endmodule
```
`run.sh`:
```
#!/bin/bash
# OpenROAD 26Q1-2900-gdf79404cd8, Yosys 0.63+post, stock flow scripts
make -C /OpenROAD-flow-scripts/flow DESIGN_CONFIG=/design/flow/config.mk WORK_HOME=/design/flow/orfs finish
```
==> run notes <==
run results: outcome=finished with violations, failing checks=negative setup slack, layout cell share with drive strength beyond 1=42.2%, maximum VDD drop=1.26 mV, CP top delay family=flip-flops, Leak=0.00215 µW, Finish-stage setup viols=25, CP bufs+invs=1, Max Slew Vio Count=0, Clock transition at path regs=50 ps, Cell Rows=42, antenna-violating nets left=0, tool warnings=29, post-DR vias/cell=3.20, Worst Path Arrival=830 ps, Synth flops=113, Worst setup SP type=flip-flop, CTS tree=yes, drt pass-1 iters=4, TritonCTS Buffers=17, total grt overflow=0, die area=18800 µm², die width=137 µm, cell count listed in synth_stat.txt=116, hold buffer count at CTS=0, Hold Path Class=in2reg, Num Clock Sinks=113, syn_area_per_cell=19.7 µm², initial antenna violation count=2, H-tree depth=4, Placement Setup Slack=-28.9 ps, area share, top type=99.2%, Crit Path Max Fanout=1, Seq share, synth=99.2%, Clock Tree Root=clkbuf_16, synth warn=2, gr usage total=8.27%, Post-synth area hogs=dfxtp_1 (99%), buf_4 (0.66%), conb_1 (0.16%), area delta synth->final=111%, Tot Pwr=11200 µW, Core Area=13300 µm², worst setup margin=-26.8 ps, YS chip area=2280 µm², Cell Chain, Critical Path=buf_6, Final Hold Violating Endpoints=0, setup bufs post-CTS=0, Syn Inst Count=116, Util after Layout=36.1%, min cycle time layout=1030 ps, Routability Congestion=0.765, Yosys cell types=3, CP endpoint kind=primary output, pwr/cell area=2320 nW/µm², vias in the first global route=1863, IO buf count=226, Critical Path RT=800 ps, largest net degree at the start of global routing=17, CTS Buffer Depth=2, synthesized area=2280 µm², Crit path largest cell delay=320 ps, largest area contributor in the netlist=dfxtp_1, Final period util=103%, Starting DRT DRC Count=54, Detailed Route WL=8.26 mm, Die Ht=137 µm, I/O Pins=231, # diodes=0, Final HPWL DP=6.82 mm, routed length per instance=15.1 µm, first-pass GRT wire length=11.6 mm, via count=1754, Initial Util=17.1%, unrepaired setup endpoints after global routing=yes, Max Clk Rate=0.974 GHz, Critical Path Slowest Stage Cell=dfxtp_2, max_cap viols=0, drt drc=0, crit path kind=reg2out
-- cell usage in the layout (no fill, tap or decap), drive strengths merged --
cell type / Yosys / final
clkbuf: 0 / 27
buf: 2 / 113
bufinv: 0 / 1
conb: 1 / 2
dfxtp: 113 / 113
clkinv: 0 / 3
clkdlybuf4s50: 0 / 113
-- path summary, 6_finish.rpt --
path  depth (start not counted)  slack, ps             from         endpoint
min                           1        230           rs[12]        rsOut[12]
max                           1        -30  idexalu2Out[27]  idexalu2Out[27]
-- kinds of logic after synthesis --
| logic type | Yosys count | synth area share [%] |
|---|---|---|
| buffers and inverters | 2 | 0.658 |
| other | 1 | 0.164 |
| flip-flops | 113 | 99.2 |
-- timing repair --
action                     4_1_cts  5_1_grt
gates cloned                     0        0
setup endpoints to repair      113      113
resized                        365       10
-- final cells by class --
| type | instances | area [µm²] |
|---|---|---|
| Clock buffer | 27 | 543 |
| Clock inverter | 4 | 45.0 |
| Multi-Input combinational cell | 2 | 7.51 |
| Timing Repair Buffer | 226 | 1720 |
| Tap cell | 176 | 220 |
| Sequential cell | 113 | 2280 |
| Fill cell | 1326 | 8540 |
-- stage by stage --
step                      instances  hold slack (ps)  cell area, µm²  TNS, ps
after floorplan                 117              228            2280        0
after global placement          517              650            4750    -14.6
after detailed placement        517              652            4750    -35.5
after CTS                       548              208            4790    -2960
after global routing            548              212            4810    -4310
final                           548              234            4810     -153
-- flip-flops by register name (all words and copies together) (netlist names), 4 cells and up --
signal       cells
idexalu2Out     32
rsOut           32
rtOut           32
irdOut           6
ALUOPOut         4
-- synth_stat cells --
cell,number
conb_1,1
dfxtp_1,113
buf_4,2
-- power breakdown --
part           leakage [µW]  internal (µW)  switching, µW
sequential         0.000954           4760           48.8
clock              0.000295           3910           1820
combinational      0.000899            533            109
total               0.00215           9200           1980
-- metal layers --
metal | global-route usage, % | share of wire [%]
met1 | 8.69 | 34
met2 | 13.0 | 46
met3 | 6.44 | 17
met4 | 1.64 | 2.1
met5 | 0 | 0.16
No activity file was given, so power comes from the tool's default toggle rates.
