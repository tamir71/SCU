## ./constraint.sdc

```tcl
current_design registerfile

set clk_period 12.4
set clk_io_pct 0.2

create_clock -name clk0 -period $clk_period [get_ports {clk}]

set non_clock_inputs [all_inputs -no_clocks]
set_input_delay [expr $clk_period * $clk_io_pct] -clock clk0 $non_clock_inputs
set_output_delay [expr $clk_period * $clk_io_pct] -clock clk0 [all_outputs]
```

## ./design.v

```verilog
`timescale 1ns / 1ps
module registerfile(rsout, rtout, clk ,wsig, rsin, rtin, rdin, wrtin);
input clk;
input wsig;
input [5:0] rsin, rtin, rdin;
input [31:0] wrtin;
reg [31:0] register [63:0];
output reg [31:0] rsout;
output reg [31:0] rtout;
always@(negedge clk)
begin
if (wsig==1)
    register[rdin]=wrtin;
rsout=register[rsin];
rtout=register[rtin];
end
endmodule
```

## ./config.mk

```make
export PLATFORM = sky130hd
export DESIGN_NAME = registerfile
export DESIGN_NICKNAME = registerfile
export VERILOG_FILES = /design/flow/design.v
export SDC_FILE = /design/flow/constraint.sdc
export NUM_CORES = 4
export LEC_CHECK = 1
export CORE_UTILIZATION = 40
```

## ./run.sh

```bash
#!/bin/bash
# OpenROAD 26Q1-2900-gdf79404cd8, Yosys 0.63+post, stock flow scripts
make -C /OpenROAD-flow-scripts/flow DESIGN_CONFIG=/design/flow/config.mk WORK_HOME=/design/flow/orfs finish
```

==> reports/qor.yml <==
outcome:
  status: "aborted with a tool error"
  haltStage: "5_1_grt"
  error: "[ERROR GRT-0116] Global routing finished with congestion. Check the congestion regions in the DRC Viewer."
synthesis:
  synthArstFlopShare: 0
  numSynthFlops: 2112
  ys_sh_mux: 0.160
  yosys_warnings: 2
  logic_family: "AND-OR/OR-AND gates"
  synth-main-ff-cell: "dfxtp_1"
  syn_inst: 11000
  synth.distinct_cells: 91
  ys_sh_simple: 0.116
  aoi_share: 0.219
  yosysTopAreaCell: "dfxtp_1"
  xor_area_frac: 0
  yosys_area_um2: 98500
  edf_count: 0
  fa_ha_area_frac: 0.000102
  ys_cells: 11000
  yosysSeqAreaShare: 0.429
  synth_top_area_share: 0.429
  syn-mean-instance-area_um2: 8.95
  synthesis.area_um2: 98500
  synthTopCellsByArea: "dfxtp_1, mux2i_1, mux2_2, a21oi_1, inv_1"
grt:
  grt_pass1_wl_um: 1260000
  grt_pass1_vias: 137000
  grt_use_total: 0.777
  grt_max_degree: 59
  grt_overflow: 457
floorplanning:
  die_h_um: 498
  fp_util: 0.404
  die_w_um: 498
  ios: 116
  rows: 181
placed_design:
  io_buffers: 115
  place_inst: 16400
  dpl.hpwl_um: 656000
  place_congestion: 1.34
cts:
  cts.sinks: 2112
  h-tree-depth: 5
  cts_inserted_buffers: 280
  cts_root_buf: "clkbuf_16"
  cts.path.max_buffers: 4
==> kinds of logic after synthesis <==
| group | count (synthesis) |
|---|---|
| AOI/OAI and AO/OA | 3199 |
| muxes | 1488 |
| buffers and inverters | 1885 |
| adders and majority gates | 1 |
| and+or+nand+nor | 2316 |
| DFF | 2112 |
==> synthesized netlist by cell type, drive strengths merged (35+ instances only) <==
cell / number
o21ai: 623
inv: 886
buf: 324
a2111oi: 240
a222oi: 54
nor2: 319
o22ai: 508
and4: 35
o221ai: 48
a221o: 66
or4: 48
mux2: 660
a211oi: 49
a22oi: 180
o211ai: 38
nand3: 541
a2111o: 40
a221oi: 146
o2bb2ai: 154
a21oi: 732
a22o: 83
o22a: 43
mux2i: 828
clkbuf: 675
nand4: 120
nor3: 53
dfxtp: 2112
nand2: 895
nor4: 109
==> metrics by stage <==
step           total power [mW]  instance area [um^2]   util  worst slack (ns)
3_5_place_dp               13.2                128000  0.527             -1.36
2_1_floorplan              11.0                 98500      -             0.571
3_3_place_gp               13.2                128000  0.526             -2.08
4_1_cts                    23.0                145000  0.595           -0.0870
==> repair_timing <==
item | 4_1_cts
hold buffers | 0
setup buffers | 5
pin swaps | 3
resized | 9
endpoints found under the setup margin | 4
==> layer usage <==
metal	global-route usage	GRT overflow
met1	0.813	11
met2	0.877	210
met3	0.687	10
met4	0.703	222
met5	0.419	4
Power and IR drop assume default switching activity.
