===== flow/design.v =====
`timescale 1ns / 1ps
module exwb(DataMemory,DataMemoryOut,ALU,ALUOut, clk,N,Z,RegWrt,MemToReg,PCToReg,BranchNeg,BranchZero,Jump,JumpMem,NOut,ZOut,RegWrtOut,MemToRegOut,PCToRegOut,BranchNegOut,BranchZeroOut,JumpOut,JumpMemOut,rd,rdOut,idexalu2Out,exwbalu2Out);
input clk;
input N;
input Z;
input RegWrt;
input MemToReg;
input PCToReg;
input BranchNeg;
input BranchZero;
input Jump;
input JumpMem;
input [5:0] rd;
input [31:0] ALU;
input [31:0]DataMemory;
input [31:0]idexalu2Out;
output reg [31:0]exwbalu2Out;
output reg NOut;
output reg ZOut;
output reg RegWrtOut;
output reg MemToRegOut;
output reg PCToRegOut;
output reg BranchNegOut;
output reg BranchZeroOut;
output reg JumpOut;
output reg JumpMemOut;
output reg  [5:0] rdOut;
output reg [31:0] ALUOut;
output reg [31:0] DataMemoryOut;
always@(posedge clk)
begin
NOut=N;
ZOut=Z;
RegWrtOut=RegWrt;
MemToRegOut=MemToReg;
PCToRegOut=PCToReg;
BranchNegOut=BranchNeg;
BranchZeroOut=BranchZero;
JumpOut=Jump;
JumpMemOut=JumpMem;
rdOut=rd;
ALUOut=ALU;
DataMemoryOut=DataMemory;
exwbalu2Out=idexalu2Out;
end
endmodule

===== flow/config.mk =====
export PLATFORM = sky130hd
export DESIGN_NAME = exwb
export DESIGN_NICKNAME = exwb
export VERILOG_FILES = /design/flow/design.v
export SDC_FILE = /design/flow/constraint.sdc
export NUM_CORES = 4
export LEC_CHECK = 1
export CORE_UTILIZATION = 30

===== flow/run.sh =====
#!/bin/bash
# OpenROAD 26Q1-2900-gdf79404cd8, Yosys 0.63+post, stock flow scripts
make -C /OpenROAD-flow-scripts/flow DESIGN_CONFIG=/design/flow/config.mk WORK_HOME=/design/flow/orfs finish

===== flow/constraint.sdc =====
current_design exwb

set clk_period 1.0
set clk_io_pct 0.2

create_clock -name clk0 -period $clk_period [get_ports {clk}]

set non_clock_inputs [all_inputs -no_clocks]
set_input_delay [expr $clk_period * $clk_io_pct] -clock clk0 $non_clock_inputs
set_output_delay [expr $clk_period * $clk_io_pct] -clock clk0 [all_outputs]

==> impl_metrics.sql <==
-- load yosys + openroad results
INSERT INTO impl_metrics (metric_group, metric, value, unit) VALUES
('setup_path', 'cp_data_arrival_time', '0.78', 'ns'),
('setup_path', 'crit_end', 'exwbalu2Out[12]', ''),
('final_timing', 'setup_viol_count_final', '0', ''),
('detailed_routing', 'route.vias.total', '1634', ''),
('logic_synthesis', 'netlist.area_leader.share', '100', '%'),
('logic_synthesis', 'yosys_register_bits', '111', ''),
('logic_synthesis', 'ys_warn_count', '1', ''),
('clock_network', 'post_cts.repair.setup_buffers', '0', ''),
('logic_synthesis', 'post_synth_instance_area', '2220', 'µm²'),
('job', 'log.warning_count', '27', ''),
('setup_path', 'setup.worst_path.start', 'exwbalu2Out[12]', ''),
('logic_synthesis', 'yosys.stat.chipArea', '2220', 'µm²'),
('detailed_routing', 'routed_wire_length_per_instance', '13.6', 'µm'),
('grt', 'wire_length_of_the_first_global_routing_pass', '8360', 'µm'),
('clock_network', 'clk_transition_reported_paths', '0.09', 'ns'),
('grt', 'total_gr_overflow', '0', ''),
('job', 'cap_viol_max_count', '0', ''),
('setup_path', 'cpLargestDelayFamily', 'flip-flops', ''),
('detailed_routing', 'drcViolationCount', '0', ''),
('detailed_routing', 'drt.antenna.violating_nets', '0', ''),
('pwr', 'static_leakage', '1.91', 'nW'),
('clock_network', 'cts-buffers-inserted', '9', ''),
('setup_path', 'crit_chain', 'buf_2', ''),
('setup_path', 'crit_path_max_incr_delay', '0.32', 'ns'),
('final_timing', 'grt_setup_unrepaired', 'true', ''),
('logic_synthesis', 'ys_seq_share', '100', '%'),
('clock_network', 'cts.path.max_buffers', '2', ''),
('floorplan', 'coreArea', '7210', 'µm²'),
('hold_path', 'hold_path.startpoint', 'DataMemory[0]', ''),
('setup_path', 'cp_num_cells', '1', ''),
('logic_synthesis', 'synth_top_cell_by_area', 'sky130_fd_sc_hd__dfxtp_1', ''),
('clock_network', 'htreeDepth', '3', ''),
('pwr', 'irDropWorstVdd', '0.984', 'mV'),
('final_timing', 'time_the_final_worst_path_needs_with_i_o_delays_and_setup', '0.981', 'ns'),
('logic_synthesis', 'synth.yosys.num_cells', '111', ''),
('grt', 'grt_max_degree', '17', ''),
('placement', 'place_area', '4570', 'µm²'),
('floorplan', 'die_area', '7760', 'µm²'),
('hold_path', 'holdCritPathClass', 'in -> reg', ''),
('floorplan', 'die_w', '88.1', 'µm'),
('clock_network', 'clock_sinks', '111', ''),
('setup_path', 'setup.worst_path.class', 'reg -> out', ''),
('placement', 'routabilityCongestion', '0.762', ''),
('floorplan', 'floorplan.die.height', '88.1', 'µm'),
('final_layout', 'final_design_area_no_fill', '4240', 'µm²'),
('detailed_routing', 'drt_first_iter_violations', '13', ''),
('placement', 'place.detailed.hpwl', '4790', 'µm'),
('setup_path', 'cp-end-kind', 'output port', ''),
('final_timing', 'max_freq', '1020', 'MHz'),
('clock_network', 'cts-root-buf', 'sky130_fd_sc_hd__clkbuf_8', ''),
('setup_path', 'crit_path_top_delay_cell', 'sky130_fd_sc_hd__dfxtp_2', ''),
('setup_path', 'critical_path.max_fanout', '1', ''),
('clock_network', 'cts_hold_repair.buffers', '0', ''),
('logic_synthesis', 'avgSynthCellArea', '20.0', 'µm²'),
('floorplan', 'row_count', '31', ''),
('setup_path', 'worstPathRequired', '0.80', 'ns'),
('detailed_routing', 'post_drt_via_cell_ratio', '3.66', ''),
('grt', 'initial_antenna_violation_count', '0', ''),
('setup_path', 'critical_path_buf_inv_count', '1', ''),
('grt', 'grt_use_total', '15.3', '%'),
('detailed_routing', 'wl', '6090', 'µm'),
('detailed_routing', 'firstDrtPassIters', '4', ''),
('setup_path', 'timing.critical_path.from_type', 'flip-flop', ''),
('final_layout', 'layout-area-overhead-vs-synth', '90.7', '%'),
('pwr', 'power', '8.12', 'mW'),
('floorplan', 'core_util_floorplan', '30.8', '%'),
('run_status', 'run_status', 'complete, no violations', ''),
('final_timing', 'worst_pin_slew', '0.107', 'ns'),
('final_timing', 'maxSlewViolCount', '0', ''),
('final_layout', 'logic_area', '0', 'µm²'),
('final_layout', 'logic_gate_count', '0', '');
==> flip-flops by register name, indices dropped and copies added, names as in the netlist <==
| name | cells |
|---|---|
| JumpMemOut | 1 |
| MemToRegOut | 1 |
| ALUOut | 32 |
| rdOut | 6 |
| JumpOut | 1 |
| PCToRegOut | 1 |
| ZOut | 1 |
| RegWrtOut | 1 |
| BranchZeroOut | 1 |
| DataMemoryOut | 32 |
| BranchNegOut | 1 |
| exwbalu2Out | 32 |
| NOut | 1 |
==> cell usage after synthesis <==
master and instances:
sky130_fd_sc_hd__dfxtp_1 111
==> area by class of cell <==
class,count,area [µm²]
repair buffers,222,1670
flip-flops and latches,111,2230
well taps,99,124
clock inverters,3,67.6
fillers,641,2980
clock buffers,12,145
==> per-stage QoR <==
stage | setup WS [ns] | TNS, ns | hold WS [ns] | std cells | util [%]
after detailed placement | 0.0165 | 0 | 0.652 | 432 | 63.3
after floorplan | 0.538 | 0 | 0.228 | 111 | -
after global placement | 0.0151 | 0 | 0.649 | 432 | 63.3
final | 0.0191 | 0 | 0.273 | 447 | 58.7
after global routing | -0.0381 | -0.737 | 0.247 | 447 | 58.7
after CTS | -0.00573 | -0.00991 | 0.254 | 447 | 58.7
==> layout by cell type, fill, tap and decap left out <==
cell type                         instances
sky130_fd_sc_hd__clkdlybuf4s50_1        111
sky130_fd_sc_hd__buf_2                  111
sky130_fd_sc_hd__dfxtp_1                102
sky130_fd_sc_hd__clkbuf_8                10
sky130_fd_sc_hd__dfxtp_2                  9
sky130_fd_sc_hd__bufinv_16                2
sky130_fd_sc_hd__clkbuf_1                 2
sky130_fd_sc_hd__clkinvlp_4               1
==> layer usage <==
layer | wire length, µm | track usage (%)
met5 | 0 | 0
met4 | 85 | 2.35
met3 | 859 | 6.49
met2 | 3070 | 26.4
met1 | 2080 | 18.7
==> power breakdown <==
group / internal [mW] / leakage (nW) / total [mW] / switching, mW
combinational: 0.515 / 0.871 / 0.603 / 0.0888
clock: 1.47 / 0.103 / 2.82 / 1.35
sequential: 4.66 / 0.937 / 4.70 / 0.0448
==> worst min path at each step <==
| stage | slack [ns] | endpoint | depth (start not counted) |
|---|---|---|---|
| after CTS | 0.25 | exwbalu2Out[12] | 1 |
| after global routing | 0.25 | exwbalu2Out[12] | 1 |
| final | 0.27 | DataMemoryOut[0] | 1 |
==> repair_timing <==
action	in CTS	in global routing
setup endpoints to repair	111	72
resized	350	4
gates cloned	0	0
==> cells by family after synthesis <==
family | count (synthesis) | synth area share, %
flops | 111 | 100
Power and IR drop assume default switching activity.
